[constraint.sdc]
current_design top_module

set clk_period 4.1
set clk_io_pct 0.2

create_clock -name clk0 -period $clk_period [get_ports {mclk}]

set non_clock_inputs [all_inputs -no_clocks]
set_input_delay [expr $clk_period * $clk_io_pct] -clock clk0 $non_clock_inputs
set_output_delay [expr $clk_period * $clk_io_pct] -clock clk0 [all_outputs]
[run.sh]
#!/bin/bash
# OpenROAD 26Q1-2900-gdf79404cd8, Yosys 0.63+post, stock flow scripts
make -C /OpenROAD-flow-scripts/flow DESIGN_CONFIG=/design/flow/config.mk WORK_HOME=/design/flow/orfs finish
[design.v]
`timescale 1ns / 1ps
module fsm(
	input clock, reset_sync, sensor_sync, wr, prog_sync, expired,
  	output reg [6:0] Leds, 
	output reg wr_reset, 
	output reg [1:0] interval, 
	output reg start_timer
);
	parameter 
		s0 = 3'b000,  
		s1 = 3'b001,  
		s2 = 3'b010,  
		s3 = 3'b011,  
		s4 = 3'b100,  
		s5 = 3'b101,  
		s6 = 3'b110,  
		s7 = 3'b111;  
	parameter 
		BASE = 0, 
		EXT = 1, 
		YELLOW = 2;
	reg [3:0] state = s0;
	always @(posedge clock) 
	begin 
		 if(reset_sync || prog_sync) 
		 begin 
			state <= 0;
		 end 
		 else 
		 begin 
		 if(expired) 
		 begin 		 
		 case(state)			 
			 s0: 
			 begin 
			 if(sensor_sync) 
				state <= s6; 
			 else 
				state <= s1; 
			 end 
			 s1:
				state <= s2;
			 s2: 
			 begin 
			 if(wr) 
			 begin 
				state <= s5; 
			 end 
			 else 
				state <= s3; 
			 end 
			 s3: 
			 begin 
			 if(sensor_sync) 
				state <= s7; 
			 else 
				state <= s4; 
			 end 
			 s4: 
				state <= s0;  
			 s5: 
				state <= s3; 
			 s6: 
				state <= s2; 
			 s7: 
				state <= s4;
		endcase 
	 end 		 
	 end
	end 
	always @(state)
	begin 	
		case(state) 
			s0: 
			begin 
				interval = BASE; 
				Leds = 7'b0100001;
			end 
			s1:
			begin 
				interval = BASE; 
				Leds = 7'b0100001; 
			end 
			s2:
			begin 
				interval = YELLOW; 
				Leds = 7'b0100010;
			end 
			s3: 
			begin 
				interval = BASE; 
				Leds = 7'b0001100;
			end 
			s4:
			begin 
				interval = YELLOW; 
				Leds = 7'b0010100; 
			end 
			s5:
			begin 
				interval = EXT; 
				Leds = 7'b1100100;
			end 
			s6: 
			begin 
				interval = EXT; 
				Leds = 7'b0100001; 
			end 
			s7:
			begin 
				interval = EXT; 
				Leds = 7'b0001100;
			end
		endcase 
	end
	always @(*)
		begin		
		if(expired)
		begin
			start_timer = 0;
		end
		else
		begin
			start_timer = 1;
		end
		if(state == s5)
		begin
			wr_reset = 1;
		end
		else
		begin
			wr_reset = 0;
		end
	end
endmodule  
module divider(
	input clock, reset_sync,
	output reg hz1_enable = 1'b0
);
	reg [24:0] counter;
	always @(posedge reset_sync or posedge clock)
	begin
		if(reset_sync == 1'b1) begin
			hz1_enable <= 0;
			counter <= 0;
		end
		else
		begin
			counter <= counter + 1;
			if(counter == 25_000_000)
			begin
				counter <= 0;
				hz1_enable <= ~hz1_enable;
			end
		end		
	end
endmodule  
module time_parameters(
	input clock, reset_sync, prog_sync,
	input [1:0] time_parameter_selector,
	input [3:0] time_value,
	input [1:0] interval,
	output reg [3:0] value
); 
	parameter t_BASE = 4'b0110; 
	parameter t_EXT = 4'b0011; 
	parameter t_YEL = 4'b0010; 
	parameter BASE = 0; 
	parameter EXTEND = 1; 
	parameter YELLOW = 2;
	reg [3:0] timeBase = t_BASE; 
	reg [3:0] timeExt = t_EXT; 
	reg [3:0] timeYel = t_YEL; 
	always @ (posedge clock) 
	begin
		if(reset_sync) 
		begin
		 timeBase <= t_BASE; 
		 timeExt <= t_EXT; 
		 timeYel <= t_YEL; 
		end
		else if(prog_sync) 
		begin 
		 case(time_parameter_selector) 
			 BASE: 
				timeBase <= time_value; 
			 EXTEND: 
				timeExt <= time_value;
			 YELLOW: 
				timeYel <= time_value; 
		 endcase 
		end
	end
	always @ (interval) 
	begin 
	case(interval)
	 BASE: 
		value = timeBase;
	 EXTEND: 
			value = timeExt;
	 YELLOW: 
		value = timeYel; 
	 default: 
		value = value; 
	 endcase 
	end 
endmodule  
module timer(
	input hz1_enable, reset_sync, 
	input [3:0] value, 
	input start_timer,
	output reg expired = 1'b0
);
	reg [3:0] counter;
	always @(posedge hz1_enable or posedge reset_sync)
	begin
		if(reset_sync == 1'b1) begin
			expired <= 1'b0;
			counter <= 4'b0000;
		end
		else
		begin
			if(start_timer)
			begin				
				if(counter <= value)
				begin
					counter <= counter + 1;
					expired <= 1'b0;
				end
				else
				begin
					counter <= 4'b0000;
					expired <= 1'b1;
				end
			end
			else
			begin
				counter <= 4'b0000;
				expired <= 1'b0;
			end
		end
	end
endmodule  
module walk_register(
	input clock, reset_sync, wr_sync, wr_reset,
	output reg wr = 0
);
	always @(posedge clock) 
	  begin
		if(reset_sync) 
			wr <= 0; 
		else 
		begin 
		if(wr_reset) 
			wr <= 0; 
		else if(wr_sync)
			wr <= 1; 
		else 
			wr <= wr; 
		end 
	  end
endmodule  
`timescale 1ns / 1ps
module top_module(
	input [3:0] btn, 
	input mclk, 
	input [3:0] sw,
	input [5:4] sw2,
	output[6:0] Led,
	input [7:7] sw7
 );
	wire hz1_enable;
	wire [3:0] value;
	wire start_timer;
	wire expired;
	wire wr_reset;
	wire wr;
	wire interval;
	fsm dut1(.clock(hz1_enable), .reset_sync(sw7), .sensor_sync(btn[1]), .wr(wr), .prog_sync(btn[3]), .expired(expired), .Leds(Led), .wr_reset(wr_reset), .interval(interval), .start_timer(start_timer));
	divider dut2(.clock(mclk), .reset_sync(sw7), .hz1_enable(hz1_enable));
	time_parameters dut3(.clock(hz1_enable), .reset_sync(sw7), .time_value(sw), .time_parameter_selector(sw2), .prog_sync(btn[3]), .interval(interval), .value(value));
	timer dut4(.hz1_enable(hz1_enable), .reset_sync(sw7), .value(value), .start_timer(start_timer), .expired(expired));
	walk_register dut5(.clock(hz1_enable), .reset_sync(sw7), .wr_sync(btn[2]), .wr_reset(wr_reset), .wr(wr));
endmodule
[config.mk]
export PLATFORM = sky130hd
export DESIGN_NAME = top_module
export DESIGN_NICKNAME = top_module
export VERILOG_FILES = /design/flow/design.v
export SDC_FILE = /design/flow/constraint.sdc
export NUM_CORES = 4
export LEC_CHECK = 1
export CORE_UTILIZATION = 40
==> Table 3: Implementation characteristics <==
Physical implementation characteristics

Parameter                              Value

Outcome
  Outcome    completed

Logic synthesis
  Number of unique standard cell types used by synthesis    39
  Top_reg_cell synth    dfrtp_1
  Dominant cells by area after synthesis    dfrtp_1, dfxtp_1, xor2_1
  Count of library flops with an enable pin    0
  Yosys cell count    219
  Share of Yosys cell area claimed by the top area cell type    0.3487
  Summed standard-cell area reported by yosys    2225 sq um
  Post-synthesis instance total    219
  Mean instance size in the synthesized netlist    10.16 sq um
  Synth top cells by count    dfrtp_1, nor2_1, xor2_1, nand2_1
  Synthesis-stage register bit count    51
  Number of warnings printed during yosys synthesis    7
  Fraction of synthesis flops using an asynchronous set or reset pin    0.6078
  Mapped cell area    2225 sq um
  Most common cell in the netlist    dfrtp_1
  Cell accounting for the most synthesized area    dfrtp_1

Final layout
  Filler cell count in the final layout    502
  Layout Cell Area excl Fill    2534 sq um
  Final Non-Filler Cells    311
  Util after Layout    0.4838
  Area delta synth->final    13.89%
  Area of all sequential standard cells    1136 sq um
  Area of the multi-input gates    1044 sq um
  Share of final-layout standard cells stronger than drive strength 1    0.02905

Pwr
  Cell leakage power    1.174 nW
  Total power of the final layout    0.4485 mW
  Power per unit of standard cell area    177.0 nW/um^2
  Highest ir drop seen on vdd    0.0001803 V

CTS
  TritonCTS clock tree    yes
  Cts bufs inserted    3
  Hold bufs inserted after CTS    0
  Maximum level of the CTS H-tree    1
  Master cell of the clock root buffer    clkbuf_8
  Clock-pin slew on the worst setup and hold paths    0.09 ns
  Worst-skew pair later-pin latency    0.26 ns
  Post-cts resize count    0
  Post-CTS Setup Repair Bufs    0
  Deepest clock path buffer count    2

Min path
  Number of instances on the worst hold path    1
  Tightest Hold Check Type    flip-flop to flip-flop
  Hold EP    dut2.counter[22]
  Worst hold path startpoint    dut2.counter[22]

Floorplanning
  Die area    5864 sq um
  Area of the core region    5238 sq um
  Rows    26
  Height of the die    76.58 um
  I/O pin count    19
  Floorplan-stage core utilization    0.4247
  Die boundary width    76.58 um

Worst setup path
  Max Fanout on Critical Path    16
  Crit path DRT    4.26 ns
  Worst setup EP type    flip-flop
  Reg2reg end    dut2.counter[22]
  Source of the worst register-to-register timing path    dut2.counter[2]
  Critical path launch point type    flip-flop
  Arrival time reported for the critical path endpoint    2.34 ns
  Crit path kind    flip-flop to flip-flop
  Depth of the most critical reg-to-reg path    5
  Reg-to-reg slack, setup    1.92 ns

Timing
  Ratio of final minimum period to clock period    0.5311
  Final tally of max-slew violations    0
  Final Hold Viols    0
  Relative slew slack    0.4696
  Setup repair after global routing missed its margin    false
  Highest achievable clock rate    459.2 MHz
  Total Neg Setup Slack    0 ns
  Endpoints left unconstrained    32
  Transition time at the pin with the least slew margin    0.7938 ns
  Setup Skew    0.001958 ns
  Final setup fails    0
  Count of unclocked register or latch pins    25
  Hold Slack    0.4833 ns
  Final critical path time including I/O delays and setup    2.177 ns
  Setup slack after layout    1.923 ns

Global routing
  Antenna violations before repair    0
  Number of global-route vias before repair    1451
  Grt total ovfl    0
  Total routing usage reported by global routing    0.1307
  Largest net degree at the start of global routing    36
  First-pass GRT wire length    6203 um

Placement
  Area after detailed placement    2479 sq um
  Post-Place Worst Slack    1.914 ns
  Placed instance count    307
  Tally of buffers added on design ports    17
  Post-detail-place hpwl    2556 um
  Routability congestion estimate from global placement    0.7776

Drt
  Routed vias/inst    4.839
  Number of DRC violations after detailed-routing iteration 0    28
  First-pass iteration count of the detailed router    4
  Count of unresolved DRC violations after routing    0
  Antenna diode count    0
  Wire length after detailed routing    3490 um
  Routed length per placed instance    11.22 um
  Number of routed nets with antenna violations    0
  Routed vias    1505

Flow run
  Warning total across the stage logs    27
  Number of max-cap violations    0
-- worst max path at each step --
stage / from / to / slack, ns / depth (start not counted)
CTS: dut2.counter[2] / dut2.counter[22] / 1.90 / 5
global route: dut2.counter[2] / dut2.counter[22] / 1.69 / 5
finish: dut2.counter[2] / dut2.counter[22] / 1.92 / 5
-- sequential cells by signal, summed over array words and instances (netlist names) --
name	flops
dut2.counter	25
dut1.Leds	7
dut3.timeBase	4
dut3.timeExt	4
dut4.counter	4
dut1.state	3
dut1.interval	1
dut2.hz1_enable	1
dut4.expired	1
dut5.wr	1
-- cell families (layout without fill, tap and decap cells) --
kind of cell / count (synthesis) / in the layout / share of synthesized area
buffers and inverters: 16 / 31 / 0.03206
other: 1 / 8 / 0.001686
flip-flops: 43 / 43 / 0.4567
multiplexers: 13 / 13 / 0.05906
latches: 8 / 8 / 0.05399
adder cells (fa/ha/maj): 7 / 7 / 0.03937
AND/OR/NAND/NOR: 95 / 95 / 0.2250
AND-OR/OR-AND: 11 / 11 / 0.03374
XOR/XNOR: 25 / 25 / 0.09843
-- cell type report --
cell class                      count  share of cell area
Sequential cell                    51              0.4484
Multi-Input combinational cell    159              0.4119
Timing Repair Buffer               18             0.07012
Tap cell                           70             0.03457
Clock buffer                        4             0.02173
Inverter                            9             0.01333
-- where the power goes --
part	leakage (nW)	internal [mW]	switching (mW)
clock	0.0288	0.0857	0.0767
sequential	0.579	0.259	0
combinational	0.567	0.0125	0.0144
total	1.17	0.357	0.0911
-- worst max-delay path, stage by stage, from the launching register on --
cell      delay (ns)
dfrtp_1         0.45
or4_1           0.55
nor4_1          0.21
and4b_1         0.62
nand3b_1        0.18
o21ai_1         0.06
-- layer usage --
layer | GRT usage | vias up | part of all wire
met5 | 0 | - | 0
met1 | 0.2020 | 708 | 0.51
met2 | 0.2153 | 13 | 0.47
met4 | 0.01346 | 0 | 0.0040
met3 | 0.01217 | 2 | 0.021
li1 | - | 782 | -
-- cell usage in the layout (no fill, tap or decap), drive strengths merged, types with 2 or more instances in the layout --
master	count
nand3b	2
dfxtp	12
nor4	6
nor3	7
nor2	28
inv	9
nand2	13
conb	8
dfrtp	31
a21oi	2
nand4	8
mux2i	12
dlxtn	8
nand2b	2
nand3	12
clkbuf	4
and3	4
clkdlybuf4s50	17
ha	7
nor3b	2
o21ai	2
nor2b	5
xor2	14
o21a	3
xnor2	11
No activity file was given, so power comes from the tool's default toggle rates.
